[./run.sh]
#!/bin/bash
# OpenROAD 26Q1-2900-gdf79404cd8, Yosys 0.63+post, stock flow scripts
make -C /OpenROAD-flow-scripts/flow DESIGN_CONFIG=/design/flow/config.mk WORK_HOME=/design/flow/orfs finish
[./config.mk]
export PLATFORM = sky130hd
export DESIGN_NAME = DeBounce
export DESIGN_NICKNAME = DeBounce
export VERILOG_FILES = /design/flow/design.v
export SDC_FILE = /design/flow/constraint.sdc
export NUM_CORES = 4
export LEC_CHECK = 1
export CORE_AREA = 10 10 81 81
export DIE_AREA = 0 0 91 91
[./constraint.sdc]
current_design DeBounce

set clk_period 2.6
set clk_io_pct 0.2

create_clock -name clk0 -period $clk_period [get_ports {clk}]

set non_clock_inputs [all_inputs -no_clocks]
set_input_delay [expr $clk_period * $clk_io_pct] -clock clk0 $non_clock_inputs
set_output_delay [expr $clk_period * $clk_io_pct] -clock clk0 [all_outputs]
[./design.v]
`timescale 1 ns / 100 ps
module  DeBounce 
	(
	input 			clk, n_reset, button_in,				 
	output reg 	DB_out													 
	);
	parameter N = 11 ;		 
	reg  [N-1 : 0]	q_reg;							 
	reg  [N-1 : 0]	q_next;
	reg DFF1, DFF2;									 
	wire q_add;											 
	wire q_reset;
	assign q_reset = (DFF1  ^ DFF2);		 
	assign  q_add = ~(q_reg[N-1]);			 
	always @ ( q_reset, q_add, q_reg)
		begin
			case( {q_reset , q_add})
				2'b00 :
						q_next <= q_reg;
				2'b01 :
						q_next <= q_reg + 1;
				default :
						q_next <= { N {1'b0} };
			endcase 	
		end
	always @ ( posedge clk )
		begin
			if(n_reset ==  1'b0)
				begin
					DFF1 <= 1'b0;
					DFF2 <= 1'b0;
					q_reg <= { N {1'b0} };
				end
			else
				begin
					DFF1 <= button_in;
					DFF2 <= DFF1;
					q_reg <= q_next;
				end
		end
	always @ ( posedge clk )
		begin
			if(q_reg[N-1] == 1'b1)
					DB_out <= DFF2;
			else
					DB_out <= DB_out;
		end
	endmodule
==> flow_summary.yaml <==
# synthesis and place-and-route metrics
sta:
  timing.max_slew.rel_slack: 0.725
  setup_viol: 0
  min_period_over_period: 0.592
  grt_setup_unrepaired: "no"
  setup_tns_ns: 0
  hold_ws_ns: 0.476
  worst_pin_slew_ns: 0.410
  finalCriticalPeriod_ns: 1.54
  fmax_mhz: 650
  hold_viol_final: 0
  clock-skew-final_ns: 0.00579
  finalMaxSlewViolations: 0
detailed_routing:
  drt_iter0_drc: 12
  diodes: 0
  postRouteAntennaNets: 0
  wl_um: 954
  vias: 422
  drcViolationCount: 0
  dr.pass1.iters: 4
  wl_per_cell_um: 7.34
  vias_per_cell: 3.25
die:
  core_um2: 4820
  initial_core_util: 0.123
  fp.dieH_um: 91
  rows: 25
  ios: 4
  die_x_um: 91
  die-area_um2: 8280
critical_path:
  cpPeakStageDelay_ns: 0.46
  r2r_cells: 3
  critPathRequiredTime_ns: 2.08
  startpoint_type: "flip-flop"
  cp_cell_sequence: "clkdlybuf4s50_1"
  rr_startpoint: "q_reg[10]"
  r2r-end: "q_reg[7]"
  crit_fanout: 1
  endpoint_kind: "output port"
  critPathArrivalTime_ns: 1.02
  reg2reg_slack_ns: 1.29
  cp_slowest_cell: "clkdlybuf4s50_1"
  crit_family: "buffers and inverters"
  crit_type: "flip-flop to output port"
  critPathBufInv: 1
clock_network:
  clk_latency_ns: 0.24
  cts.reportedPaths.clkPinSlew_ns: 0.06
  postCtsHoldBufs: 0
  cts_htree_levels: 1
  clk_path_buf_depth: 2
  cts_sinks: 14
  root_buffer: "clkbuf_8"
  post-cts-setup-buffers: 0
  cts_made_buffers: 3
  cts_resized: 0
  cts_tree: "done"
grt:
  grt_pass1_vias: 410
  overflow: 0
  track_usage: 0.0238
  grt_pass1_wl_mm: 1.70
  antenna_found_initial: 0
  grt_max_degree: 10
worst_hold_path:
  min-delay-start: "DFF2"
  hold_class: "flip-flop to flip-flop"
  hold_end: "DB_out"
  whs_path_depth: 0
synth:
  ys_warn_count: 1
  ys_ff: 14
  postSynthAreaPerCell_um2: 10.6
  seq_area_frac_synth: 0.490
  top_area_frac: 0.440
  yosysChipArea_um2: 592
  ys_top_cells_by_area: "dfxtp_1 44%, mux2i_1 5.1%, edfxtp_1 5.1%, xnor2_1 4.4%, nand4b_4 4.0%"
  largest_area_cell: "dfxtp_1"
  syn-cell-area_um2: 592
  synthCells: 56
  ys_cells: 56
  ys_types: 24
layout:
  area.sequential_um2: 290
  area_growth_pct: 26.8
  finalInstanceArea_um2: 751
  final.fill_count: 551
  instances_no_fill: 130
  lay_top_count: "dfxtp_1"
  combGateArea_um2: 302
  layout_top_cells: "13 x dfxtp_1, 6 x nor2_1, 4 x nand3_1"
  layout-drive-gt1-share: 0.127
  largest_reg_flops: 11
outcome:
  outcome: "finished, final reports clean"
placement:
  place_congestion: 0.715
  io_buffers: 3
  placed_area_um2: 706
  placed_cells: 126
  dp_hpwl_um: 721
power_and_ir_drop:
  ir_drop_uv: 392
  p_total_uw: 423
  p_per_area_nw_per_um2: 563
  p_leak_nw: 0.274
flow_run:
  max_cap_viol_count: 0
  warnings: 25
## routing by layer
metal / track usage / vias up / part of all wire
met5: 0 / - / 0
met1: 0.0281 / 195 / 0.50
met2: 0.0394 / 6 / 0.44
met4: 0.00131 / 0 / 0
met3: 0.0124 / 0 / 0.059
li1: - / 221 / -
## power breakdown
group	switching [mW]	total, mW	internal (mW)
combinational	0.0103	0.0196	0.00938
clock	0.0679	0.176	0.108
sequential	0.00533	0.227	0.222
total	0.0835	0.423	0.339
## Yosys cell counts
cell	instances
a21oi_1	3
a41oi_1	1
and2_1	2
and2b_2	1
and3_1	1
and4_1	1
and4b_2	1
dfxtp_1	13
edfxtp_1	1
ha_1	1
mux2i_1	3
nand2_1	2
nand2_2	1
nand3_1	4
nand3b_1	2
nand4_1	1
nand4b_4	1
nor2_1	6
o21ai_0	1
o31ai_1	2
or3_2	1
or4_1	2
xnor2_1	3
xor2_1	2
## worst reg2reg max path, cell delays in order, from the launching register on
cell and delay [ns]:
dfxtp_1 0.37, nand4b_4 0.24, or4_1 0.49, a21oi_1 0.15
## cell families after synthesis
| group | count (synthesis) | synth area share |
|---|---|---|
| and+or+nand+nor | 26 | 0.290 |
| DFF | 14 | 0.490 |
| AOI/OAI and AO/OA | 7 | 0.0740 |
| xor gates and xnor gates | 5 | 0.0740 |
| muxes | 3 | 0.0507 |
| adders and majority gates | 1 | 0.0211 |
## area by class of cell
type / count / share of cell area
clock buffer: 4 / 0.0600
multi-input combinational: 42 / 0.402
sequential: 14 / 0.387
tap: 67 / 0.112
timing repair buffer: 3 / 0.0400
## metrics by stage
step,utilization,worst slack (ns)
finish,0.156,1.06
global route,0.156,1.00
CTS,0.156,1.04
detailed placement,0.146,1.09
global placement,0.146,1.14
floorplan,-,1.38
## worst max path at each step
stage | start | slack (ns) | depth (start not counted) | to
finish | DB_out | 1.06 | 1 | DB_out
global route | DB_out | 1.00 | 1 | DB_out
CTS | DB_out | 1.04 | 1 | DB_out
No activity file was given, so power comes from the tool's default toggle rates.
