===== ./run.sh =====
#!/bin/bash
# OpenROAD 26Q1-2900-gdf79404cd8, Yosys 0.63+post, stock flow scripts
make -C /OpenROAD-flow-scripts/flow DESIGN_CONFIG=/design/flow/config.mk WORK_HOME=/design/flow/orfs finish

===== ./config.mk =====
export PLATFORM = sky130hd
export DESIGN_NAME = ProgramCounter
export DESIGN_NICKNAME = ProgramCounter
export VERILOG_FILES = /design/flow/design.v
export SDC_FILE = /design/flow/constraint.sdc
export NUM_CORES = 4
export LEC_CHECK = 1
export CORE_UTILIZATION = 30

===== ./constraint.sdc =====
current_design ProgramCounter

set clk_period 1.0
set clk_io_pct 0.2

create_clock -name clk0 -period $clk_period [get_ports {Clock}]

set non_clock_inputs [all_inputs -no_clocks]
set_input_delay [expr $clk_period * $clk_io_pct] -clock clk0 $non_clock_inputs
set_output_delay [expr $clk_period * $clk_io_pct] -clock clk0 [all_outputs]

===== ./design.v =====
module ProgramCounter(InputPC,Endereco,Clock,Reset,Halt);
	input [31:0] InputPC;
	input Clock, Reset, Halt;
	output reg [31:0] Endereco;
	always@(posedge Clock)
	begin
		if(~Reset)
			begin
				Endereco = 32'B0;
			end
				else if(Halt==1'B1)
				begin
					Endereco = Endereco;
				end
					else
					begin
						Endereco = InputPC;
					end	
	end
endmodule

==> results.toml <==
# generated from flow reports
[synth]
postSynthRegisterBits = 32
syn-instance-count = 103
synth.cell_area_um2 = 1240
common_cells = "32 x sky130_fd_sc_hd__dfxtp_1, 32 x sky130_fd_sc_hd__mux2i_1, 32 x sky130_fd_sc_hd__nor2b_1"
post_synth_arst_share_pct = 0
top_area_cell = "sky130_fd_sc_hd__dfxtp_1"
top_cells_by_area = "sky130_fd_sc_hd__dfxtp_1 52%, sky130_fd_sc_hd__mux2i_1 26%, sky130_fd_sc_hd__nor2b_1 16%"
top_area_share_pct = 51.5
synth.lib_cells_used.distinct = 6
ys_cells = 103
edf_count = 0
yosysWarningCount = 1
synth_chip_area_um2 = 1240
postSynthSeqShare_pct = 51.5
synthesis.area_per_instance_um2 = 12.1
ys.flop_type = "sky130_fd_sc_hd__dfxtp_1"

[final_timing]
worstMarginPinSlew_ps = 151
grt_setup_unrepaired = "false"
fin_skew_ps = 0
drv_slew = 0
max-slew-margin-rel_pct = 89.7
post_route_clock_period_utilization_pct = 96.9
timing.final.setup_violations = 0
fmax_ghz = 1.03
timing_hold_violations_final = 0
holdWs_ps = 402
fin_crit_ps = 969

[cts]
tritoncts = "done"
clk_root_buffer_cell = "sky130_fd_sc_hd__clkbuf_8"
clock_sink_count = 32
clk_latency_ps = 280
ctsHtreeMaxLevel = 2
worst_setup_hold_path_clk_slew_ps = 60
ctsLongestPathBuffers = 2
cts.hold.buffers_added = 0
numCtsBuffers = 5

[route]
post_drt_wl_per_cell_um = 11.5
drt_first_iter_violations = 20
route.vias.total = 941
detailedRoute.firstPassIterationCount = 5
ant_nets = 0
drc = 0
drt_wl_total_um = 2590
vias_per_cell = 4.16
antenna-diode-count = 0

[final_layout]
stdcell_count = 226
final_layout_size_suffix_gt1_share_pct = 37.5
syn_to_final_growth_pct = 60.7
final_core_utilization_pct = 50.0
number_of_flip_flops_under_the_largest_register_name = 32

[floorplanning]
num_io_pins = 67
coreArea_um2 = 4000
core.rowCount = 23
chip_area_um2 = 4410
chipWidth_um = 66.4
floorplan.die.height_um = 66.4
floorplanUtilization_pct = 31.1

[worst_hold_path]
min_path_cells = 4
holdCritPathClass = "input port to flop"

[worst_setup_path]
sort_of_element_at_the_start_of_the_critical_path = "flop"
crit_fanout = 2
r2r_setup_slack_ps = 260
critPathCaptureType = "output pin"
timing_worst_setup_path_type = "flop to output pin"
worst-endpoint-required_ps = 800
cpMaxStageDelayCell = "sky130_fd_sc_hd__dfxtp_2"
worst_path_largest_cell_delay_ps = 330
worstPathBufferInverterCount = 1
cp_top_family = "flip-flops"
cp_data_arrival_time_ps = 770
worstPathCellList = "clkdlybuf4s15_1"
crit_cells = 1
reg2regPathDepth = 3

[global_route]
grtUsageTotal_pct = 12.5
antenna_found_initial = 0
grt_pass1_wl_um = 4100
grt.overflow.total = 0
via_count_of_the_first_global_routing_pass = 914
grt_start_max_net_pins = 33

[placed_design]
dp_hpwl_um = 1850
place.port_buffers = 66
placed_cells = 216
gp_routability_congestion = 0.682

[power]
p_leak_nw = 0.894
cellPowerDensity_nw_per_um2 = 1440
worst_ir_drop_vdd_v = 0.000887

[run]
warnings = 25
max_cap_viol_count = 0

[run_status]
outcome = "finished, final reports clean"
final timing paths:
kind	startpoint	end
min reg2reg	Endereco[12]	Endereco[12]
max reg2reg	Endereco[20]	Endereco[20]
max	Endereco[24]	Endereco[24]
min	Halt	Endereco[7]
report_power, final:
group | switching (mW) | total (mW) | leakage (nW) | internal [mW]
sequential | 0.0364 | 1.40 | 0.275 | 1.37
clock | 0.439 | 1.05 | 0.0503 | 0.612
combinational | 0.118 | 0.414 | 0.568 | 0.296
total | 0.593 | 2.87 | 0.894 | 2.27
per-stage QoR:
| stage | TNS (ps) | total power, mW | setup WS, ps | area [um^2] |
|---|---|---|---|---|
| 3_5_place_dp | -2830 | 1.88 | -112 | 1930 |
| 4_1_cts | 0 | 2.93 | 2.93 | 2080 |
| 5_1_grt | 0 | 3.01 | 1.37 | 2000 |
| 3_3_place_gp | -2370 | 1.87 | -80.2 | 1930 |
| 6_report | 0 | 2.87 | 31.2 | 2000 |
| 2_1_floorplan | 0 | 1.58 | 212 | 1240 |
what timing repair did:
| action | in CTS | in global routing |
|---|---|---|
| resized | 98 | 18 |
| setup buffers | 2 | 1 |
| endpoints found under the hold margin | 0 | 0 |
| setup endpoints to repair | 32 | 19 |
cell type report:
cell class / count / area, um^2
Sequential cell: 32 / 681
Tap cell: 50 / 62.6
Multi-Input combinational cell: 64 / 520
Timing Repair Buffer: 73 / 638
Clock buffer: 7 / 96.3
Fill cell: 347 / 2000
logic make-up after synthesis:
| group | synth area share [%] |
|---|---|
| muxes | 25.8 |
| DFF | 51.5 |
| and+or+nand+nor | 16.1 |
| buffers and inverters | 6.64 |
cell usage in the layout, fill, tap and decap left out:
cell type / Yosys / routed
sky130_fd_sc_hd__clkdlybuf4s50_1: 0 / 33
sky130_fd_sc_hd__clkdlybuf4s15_1: 0 / 13
sky130_fd_sc_hd__clkbuf_2: 0 / 18
sky130_fd_sc_hd__clkbuf_8: 0 / 7
sky130_fd_sc_hd__buf_12: 3 / 2
sky130_fd_sc_hd__dfxtp_2: 0 / 32
sky130_fd_sc_hd__buf_4: 0 / 5
sky130_fd_sc_hd__buf_2: 0 / 2
sky130_fd_sc_hd__mux2i_1: 32 / 32
sky130_fd_sc_hd__nor2b_1: 32 / 32
per-layer routing:
layer | up-vias | wire (um) | global-route usage (%)
met4 | 0 | 62 | 2.66
li1 | 481 | - | -
met1 | 413 | 1180 | 17.9
met2 | 39 | 1120 | 18.4
met3 | 8 | 232 | 4.55
met5 | - | 0 | 0
Power figures rest on the tool's default switching activity, not on a simulated workload.
